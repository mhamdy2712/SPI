<file path="run.sh">
#!/bin/bash
# OpenROAD 26Q1-2900-gdf79404cd8, Yosys 0.63+post, stock flow scripts
make -C /OpenROAD-flow-scripts/flow DESIGN_CONFIG=/design/flow/config.mk WORK_HOME=/design/flow/orfs finish
</file>
<file path="config.mk">
export PLATFORM = sky130hd
export DESIGN_NAME = SPI_4Slaves
export DESIGN_NICKNAME = SPI_4Slaves
export VERILOG_FILES = /design/flow/design.v
export SDC_FILE = /design/flow/constraint.sdc
export NUM_CORES = 4
export LEC_CHECK = 1
export CORE_UTILIZATION = 30
</file>
<file path="constraint.sdc">
current_design SPI_4Slaves

set clk_period 1.0
set clk_io_pct 0.2

create_clock -name clk0 -period $clk_period [get_ports {clk}]

set non_clock_inputs [all_inputs -no_clocks]
set_input_delay [expr $clk_period * $clk_io_pct] -clock clk0 $non_clock_inputs
set_output_delay [expr $clk_period * $clk_io_pct] -clock clk0 [all_outputs]
</file>
<file path="design.v">
`timescale 1ns / 1ps
module MUX3X1
    (
    input In1,
    input In2,
    input In3,
    input In4,
    input [0:3] sel,
    output reg out
    );
    always @(*) begin
        case(sel)
            4'b0111: out=In1;
            4'b1011: out=In2;
            4'b1101: out=In3;
            4'b1110: out=In4;
            default: out = 0;
        endcase
    end
endmodule
`timescale 1ns / 1ps
module SClk_generator #(parameter mode=2'b11)(
    input clk,
    input start,
    output SCLK,
    input reset_n
    );
    reg [3:0] count;
    reg clk_in;
    wire CPOL = mode==2'b11 || mode==2'b10;
    always @(posedge clk,negedge reset_n) begin
        if(~reset_n) begin
            count <= 0;
            clk_in <= CPOL ;
        end
        else begin
            count <= count +1;
            if(count == 7) begin
                clk_in <= ~clk_in;
            end
            if(count ==15) begin
                clk_in <= ~clk_in;
            end
        end    
    end
    assign SCLK = start ? clk_in : CPOL;
endmodule
`timescale 1ns / 1ps
module SPI_4Slaves #(parameter mode=2'b11,bits_size=10)(
    input clk,reset_n,
    input [bits_size-1:0] master_data_in,
    input [bits_size-1:0] slave_data_in1,
    input [bits_size-1:0] slave_data_in2,
    input [bits_size-1:0] slave_data_in3,
    input [bits_size-1:0] slave_data_in4,
    output [bits_size-1:0] master_data_out,
    output [bits_size-1:0] slave_data_out1,
    output [bits_size-1:0] slave_data_out2,
    output [bits_size-1:0] slave_data_out3,
    output [bits_size-1:0] slave_data_out4,
    input tx_start,
    output master_tx_done,
    output master_rx_done,
    output slave_tx_done1,
    output slave_rx_done1,
    output slave_tx_done2,
    output slave_rx_done2,
    output slave_tx_done3,
    output slave_rx_done3,
    output slave_tx_done4,
    output slave_rx_done4
    );
    wire MISO,MISO1,MISO2,MISO3,MISO4,MOSI,SCLK;
    wire [0:3] ss;
    MUX3X1 mux
    (
    .In1(MISO1),
    .In2(MISO2),
    .In3(MISO3),
    .In4(MISO4),
    .sel(ss),
    .out(MISO)
    );
    SPI_Master #(.mode(mode) , .bits_size(bits_size) , .slaves_num(4) ) SpiM1(
    .clk(clk),
    .reset_n(reset_n),
    .data_in(master_data_in),
    .data_out(master_data_out),
    .tx_done(master_tx_done),
    .rx_done(master_rx_done),
    .tx_start(tx_start),
    .MOSI(MOSI),
    .MISO(MISO),
    .ss(ss),
    .SCLK(SCLK)
    );
    SPI_Slave #(.mode(mode) , .bits_size(bits_size)) SpiS1(
    .clk(clk),
    .reset_n(reset_n),
    .MOSI(MOSI),
    .MISO(MISO1),
    .tx_done(slave_tx_done1),
    .rx_done(slave_rx_done1),
    .data_in(slave_data_in1),
    .data_out(slave_data_out1),
    .ss(ss[0]),
    .SCLK(SCLK)
    );
    SPI_Slave #(.mode(mode) , .bits_size(bits_size)) SpiS2(
    .clk(clk),
    .reset_n(reset_n),
    .MOSI(MOSI),
    .MISO(MISO2),
    .tx_done(slave_tx_done2),
    .rx_done(slave_rx_done2),
    .data_in(slave_data_in2),
    .data_out(slave_data_out2),
    .ss(ss[1]),
    .SCLK(SCLK)
    );
    SPI_Slave #(.mode(mode) , .bits_size(bits_size)) SpiS3(
    .clk(clk),
    .reset_n(reset_n),
    .MOSI(MOSI),
    .MISO(MISO3),
    .tx_done(slave_tx_done3),
    .rx_done(slave_rx_done3),
    .data_in(slave_data_in3),
    .data_out(slave_data_out3),
    .ss(ss[2]),
    .SCLK(SCLK)
    );
    SPI_Slave #(.mode(mode) , .bits_size(bits_size)) SpiS4(
    .clk(clk),
    .reset_n(reset_n),
    .MOSI(MOSI),
    .MISO(MISO4),
    .tx_done(slave_tx_done4),
    .rx_done(slave_rx_done4),
    .data_in(slave_data_in4),
    .data_out(slave_data_out4),
    .ss(ss[3]),
    .SCLK(SCLK)
    );
endmodule
`timescale 1ns / 1ps
module SPI_Master #(parameter mode=2'b00,bits_size=10,slaves_num=4)(
    input clk,reset_n,
    input [bits_size-1:0] data_in,
    output [bits_size-1:0] data_out,
    output tx_done,
    input tx_start,
    input MISO,
    output reg MOSI,
    output reg [0:slaves_num-1] ss,
    output SCLK,
    output rx_done
    );
    wire Trailling_edge,Leading_edge;
    reg start,tx_done1,rx_done1,ignore_first_edge;
    reg rstcnt;
    wire SCLK_in,pe,ne;
    reg sig;
    assign SCLK = SCLK_in;
    wire rst_cnt = reset_n & rstcnt;
    SClk_generator #(.mode(mode)) sclk11(.clk(clk),.start(start),.reset_n(rst_cnt),.SCLK(SCLK_in));
    wire CPHA = mode==2'b01 || mode==2'b11;
    wire CPOL = mode==2'b10 || mode==2'b11;
    reg [$clog2(bits_size)-1:0] bit_number,rx_bit_number;
    reg [bits_size-1:0] data_out1;
    reg last_bit;
    reg state;
    reg [$clog2(slaves_num)-1:0] ss_sel;
    always @(posedge clk) begin
        sig <= SCLK_in;
    end
    assign pe = ~sig & SCLK_in;
    assign ne = sig & ~SCLK_in;
    assign Trailling_edge = CPOL ? pe :ne;
    assign Leading_edge = CPOL ? ne : pe;
    always @(posedge clk,negedge reset_n) begin
        if(~reset_n) begin
            MOSI <=0;
            data_out1 <= 0;
            last_bit <=0;
            ss_sel <= 0;
            start <= 0;
            rstcnt <= 1;
            tx_done1 <=0;
            rx_done1 <= 0;
            ignore_first_edge <=0;
            bit_number <= bits_size-1;
            rx_bit_number <= bits_size-1;
            state <= 0;
            ss <= 4'b1111;
        end
        else begin
            case(state)
                0: begin
                    last_bit <=0;
                    bit_number <= bits_size-1;
                    rx_bit_number <= bits_size-1;
                    ignore_first_edge <=0;
                    if(tx_start) begin
                        ss[ss_sel] <= 0;
                        ss_sel <= ss_sel +1;
                        tx_done1 <=0;
                        rx_done1 <= 0;
                        data_out1 <= 0;
                        rstcnt <=0 ;
                        state <=1;
                        MOSI <= data_in[bit_number];
                        bit_number <= bit_number-1;
                    end
                    else MOSI <= data_in[bits_size-1];
                end
                1: begin
                    start <=1;
                    rstcnt <=1 ;
                    if((~CPHA && Trailling_edge) || (CPHA && Leading_edge) ) begin
                        if(CPHA && ~ignore_first_edge)
                            ignore_first_edge <=1;
                        else begin
                            MOSI <= data_in[bit_number];
                            if(bit_number != 0) 
                                bit_number <= bit_number-1;
                        end
                    end
                    if( (~CPHA && Leading_edge) || (CPHA && Trailling_edge) ) begin
                        data_out1[rx_bit_number] <= MISO;
                        rx_bit_number <= rx_bit_number-1;
                    end
                    if(bit_number == 0) begin
                        if ((CPHA && Trailling_edge) || (~CPHA && Trailling_edge))  begin
                                if(last_bit) begin
                                    state <=0;
                                    ss <= 4'b1111;
                                    tx_done1 <=1;
                                    start <=0 ;
                                    rx_done1 <= 1;
                                end
                                last_bit <=1;
                            end
                        end
                end
            endcase
        end
    end
    assign tx_done = (state==0 && tx_done1);
    assign rx_done = (state==0 && rx_done1);
    assign data_out = state==0 ? data_out1 : 0;
endmodule
`timescale 1ns / 1ps
module SPI_Slave #(parameter mode=2'b00,bits_size=8)(
    input clk,reset_n,
    input [bits_size-1:0] data_in,
    output [bits_size-1:0] data_out,
    output tx_done,
    input MOSI,
    output reg MISO,
    input ss,
    input SCLK,
    output rx_done
    );
    wire Trailling_edge,Leading_edge,pe,ne;
    wire CPOL = mode==2'b10 || mode==2'b11;
    reg [bits_size-1:0] data_out1;
    reg sig;
    reg tx_done1,rx_done1,ignore_first_edge;
    wire CPHA = mode==2'b01 || mode==2'b11;
    reg [$clog2(bits_size)-1:0] bit_number,rx_bit_number;
    reg last_bit;
    reg state;
    always @(posedge clk) begin
        sig <= SCLK;
    end
    assign pe = ~sig & SCLK;
    assign ne = sig & ~SCLK;
    assign Trailling_edge = CPOL ? pe :ne;
    assign Leading_edge = CPOL ? ne : pe;
    always @(posedge clk,negedge reset_n) begin
        if(~reset_n) begin
            MISO <=0;
            data_out1 <= 0;
            last_bit <=0;
            tx_done1 <=0;
            rx_done1 <= 0;
            ignore_first_edge <=0;
            bit_number <= bits_size-1;
            rx_bit_number <= bits_size-1;
            state <= 0;
        end
        else begin
            case(state)
                0: begin
                    last_bit <=0;
                    bit_number <= bits_size-1;
                    rx_bit_number <= bits_size-1;
                    ignore_first_edge <=0;
                    if(~ss) begin
                        tx_done1 <=0;
                        data_out1 <= 0;
                        rx_done1 <= 0;
                        state <=1;
                        MISO <= data_in[bit_number];
                        bit_number <= bit_number-1;
                    end
                    else MISO <= data_in[bits_size-1];
                end
                1: begin
                    if((~CPHA && Trailling_edge) || (CPHA && Leading_edge) ) begin
                        if(CPHA && ~ignore_first_edge)
                            ignore_first_edge <=1;
                        else begin
                             MISO <= data_in[bit_number];
                            if(bit_number != 0) 
                                bit_number <= bit_number-1;
                        end
                    end
                    if( (~CPHA && Leading_edge) || (CPHA && Trailling_edge) ) begin
                        data_out1[rx_bit_number] <= MOSI;
                        rx_bit_number <= rx_bit_number-1;
                    end
                    if(bit_number == 0) begin
                        if ((CPHA && Trailling_edge) || (~CPHA && Trailling_edge))  begin
                                if(last_bit) begin
                                    state <=0;
                                    tx_done1 <=1;
                                    rx_done1 <= 1;
                                end
                                last_bit <=1;
                            end
                        end
                end
            endcase
        end
    end
    assign tx_done = (state==0 && tx_done1);
    assign rx_done = (state==0 && rx_done1);
    assign data_out = state==0 ? data_out1 : 0;
endmodule
</file>
==> changes_impl.md <==
## Implementation

* Rel. slew slack at roughly 41%
* Seq share, synth at 41.7%
* First-pass GRT wire length at 39.1 mm
* Worst-skew pair later-pin latency at 0.42 ns
* Ys cells at 811
* Leading area contributor after synthesis: dfrtp_1
* Psw at 11600 uW
* Ys async rst share at 99.2%
* Main flop type: dfrtp_1
* Post-Synth Simple-Gate Area at 23.3%
* DR iter-0 viols at 261
* Comb pwr share at 53.6%
* DR pass1 iterations at 4
* Comb area leader: simple AND/OR/NAND/NOR gates
* Placed cell areas at 11600 um2
* Yosys aoi share at 14.8%
* Syn avg cell area at roughly 9.5 um2
* Final Worst Setup Slack at -0.869 ns
* Overall die width at between 150 and 200 um
* Sw Ratio at 35.9%
* Worst Path Arrival at 2.17 ns
* Finish-stage setup viols at 299
* Clk pwr share at 21.2%
* Total number of vias at 7729
* YS warnings at 4
* Cell Rows at 58
* Yosys stat area at 7740 um2
* PortBufs at 112
* Number of enable flip-flop cells at 0
* # clock sinks at around 130
* Clock Tree Buf Depth at 2
* Lkg Pwr at roughly 0.0064 uW
* Crit path time final at 1.87 ns
* Netlist cell types at 72
* Root buf cell: clkbuf_16
* Fmax at 535 MHz
* Largest net degree at the start of global routing at 42
* Crit end category: flip-flop
* Max IR drop VDD at between 1000 and 1500 uV
* Met3 usage at 3.35%
* CTS tree: yes
* Cells after Synth at roughly 810
* Number of global-route vias before repair at a little under 8000
* Synth top cells by count: 101 x dfrtp_1, 85 x nand2_1, 65 x nor2b_1
* Violated checks: negative setup slack
* Final ANT Viol Nets at 0
* CP max stage cell: dfstp_2
* Post-DP HPWL at around 15 mm
* Yosys adder share at under 10%
* Met2 usage at 30.5%
* Top cells by area: dfrtp_1 33%, dfstp_2 8.8%, ha_1 5.7%
* Largest stage delay, worst path at roughly 0.55 ns
* Final GP Congestion at between 0.8 and 0.9
* Cell area after synthesis at around 7700 um2
* Grt met1 use at ~28%
* Post-route DRC at 0
* Hold Slack at 0.371 ns
* P_int at approximately 21000 uW
* Max Cap Viol at 0
* All-layer global routing usage at a little under a fifth
* Flops & latches, synth at 128
* Final Slew Violations at 0
* Mux frac, synth at under 10%
* PwrDens at 2270 nW/um2
* GRT overflow at 0
* Height of the die at roughly 160 um
* Critical path required time at 1.30 ns
* Final-layout fill cell count at a little under 2000
* Most frequent cell after synthesis: dfrtp_1
* RSZ-0062 raised after global routing: yes
* DR WL/cell at 15.3 um
* Initial antenna violation count at 0
* CTS H-Tree Depth at 4
* Routed Wire Length at 24.3 mm
* Final Cycle Share at 187%
* Clock skew at 0.00927 ns
* I/O pin total at 113
* Startpoint Class: flip-flop
* Slew @ Worst Pin at 0.877 ns
* Total core area at 25300 um2
* Layout cells sized above 1 at 58.2%
* Maximum fanout along the worst path at 6
* Flop pwr share at about a quarter
* Tool warning count at between 50 and 60
* Chip area at 26500 um2
* Clock transition at path regs at approximately 0.06 ns
* Fin area at between 10000 and 15000 um2
* Cts bufs inserted at 17
* Gr busiest metal: met2
* Final Hold Fails at 0
* Status: finished with violations
* Area grow syn2layout at 84.1%
* Post-Synth XOR/XNOR Area at between 3 and 4%
* Cell chain of the critical path: inv_2, ha_4, or3_4, mux2i_4, nand3_2, a32o_2
* Antenna diodes at 0
* Kind of critical path: reg2reg
* Worst hold path type: reg2async
* Fp_density at 30.7%
* Area share, top type at 32.6%
* DR vias/cell at 4.87
[through the flow]
step | TNS [ns] | setup WS, ns | total power, uW | utilization (%) | std cells
6_report | -119.74 | -0.869 | 32400 | 56.4 | 1588
5_1_grt | -145.90 | -0.946 | 34300 | 56.4 | 1588
4_1_cts | -126.69 | -0.849 | 30700 | 53.5 | 1563
3_5_place_dp | -86.79 | -0.848 | 21600 | 45.8 | 1446
3_3_place_gp | -85.42 | -0.809 | 21400 | 45.8 | 1446
2_1_floorplan | -58.78 | -0.891 | 16200 | - | 811
[cells in the final DEF, fill, tap and decap left out, types with 21 or more instances in the layout]
cell / count
buf_2: 58
buf_6: 96
nor2b_1: 44
nand2_1: 57
nor2_1: 37
dfrtp_1: 95
buf_4: 231
ha_1: 24
clkdlybuf4s50_1: 51
dfstp_2: 26
nor2b_4: 21
[cells by family (layout without fill, tap and decap cells)]
kind of cell	count (synthesis)	count (layout)
buffers and inverters	86	531
DFF	128	128
adders and majority gates	35	35
xor gates and xnor gates	31	31
and+or+nand+nor	338	340
muxes	34	34
AOI/OAI and AO/OA	159	159
[area by class of cell]
cell class              instances  area [um2]  area share [%]
inverters                      39         194            1.36
clock buffers                  26         489            3.43
flip-flops and latches        128        3240            22.7
multi-input cells             599        5700            40.0
clock inverters                 6         155            1.09
well taps                     330         413            2.90
repair buffers                460        4070            28.5
[state kept, by name, indices dropped and copies added, names as in the netlist, 2 cells and up]
register             cells
SpiM1.data_out1         10
SpiS1.data_out1         10
SpiS2.data_out1         10
SpiS3.data_out1         10
SpiS4.data_out1         10
SpiM1.bit_number         4
SpiM1.rx_bit_number      4
SpiM1.ss                 4
SpiS1.bit_number         4
SpiS1.rx_bit_number      4
SpiS2.bit_number         4
SpiS2.rx_bit_number      4
SpiS3.bit_number         4
SpiS3.rx_bit_number      4
SpiS4.bit_number         4
SpiS4.rx_bit_number      4
SpiM1.sclk11.count       3
SpiM1.ss_sel             2
[worst paths after layout]
path	from	end	slack, ns	depth (start not counted)
min reg2reg	SpiM1.rstcnt	SpiM1.sclk11.count[0]	0.37	1
max reg2reg	SpiS3.rx_bit_number[0]	SpiS3.data_out1[2]	-0.87	6
max in group asynchronous	reset_n	SpiS3.bit_number[0]	-0.23	3
max	SpiS3.rx_bit_number[0]	SpiS3.data_out1[2]	-0.87	6
min in group clk0	SpiM1.sclk11.count[0]	SpiM1.sclk11.count[0]	0.43	1
min	SpiM1.rstcnt	SpiM1.sclk11.count[0]	0.37	1
[layer usage]
layer  vias to the layer above  share of wire, %
met2                       169                48
li1                       3758                 -
met1                      3777                46
met5                         -                 0
met3                        25               5.0
met4                         0               1.4
[timing repair]
action,CTS,global route
buffers inserted,77,47
endpoints found under the setup margin,182,308
cloned,8,2
hold endpoints to repair,103,102
hold buffers,1,1
pin swaps,95,82
resized,392,152
[worst max-delay path, delay by kind of cell (launching register included)]
family	cells	cell delay, ns
muxes	1	0.28
AOI/OAI and AO/OA	1	0.25
buffers and inverters	1	0.06
and+or+nand+nor	2	0.44
adders and majority gates	1	0.17
DFF	1	0.55
[power by group through the flow]
| stage | logic [uW] | clock network (uW) | registers, uW |
|---|---|---|---|
| global route | 18700 | 7260 | 8390 |
| CTS | 15600 | 7020 | 8140 |
| finish | 17400 | 6860 | 8190 |
Power is estimated from default activity; no workload was simulated.
